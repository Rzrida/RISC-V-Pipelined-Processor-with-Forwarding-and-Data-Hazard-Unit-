--- ./design.v ---
`timescale 1ns / 1ps
module Muxx(a, b, s, c);
    input [31:0] a, b;    
    input s;              
    output [31:0] c;      
    assign c = (~s) ? a : b;
endmodule
--- ./config.mk ---
export PLATFORM = sky130hd
export DESIGN_NAME = Muxx
export DESIGN_NICKNAME = Muxx
export VERILOG_FILES = /design/flow/design.v
export SDC_FILE = /design/flow/constraint.sdc
export NUM_CORES = 4
export LEC_CHECK = 1
export CORE_AREA = 10 10 70 70
export DIE_AREA = 0 0 80 80
--- ./constraint.sdc ---
current_design Muxx

set clk_period 1.0
set clk_io_pct 0.2

create_clock -name clk0 -period $clk_period

set non_clock_inputs [all_inputs -no_clocks]
set_input_delay [expr $clk_period * $clk_io_pct] -clock clk0 $non_clock_inputs
set_output_delay [expr $clk_period * $clk_io_pct] -clock clk0 [all_outputs]
--- ./run.sh ---
#!/bin/bash
# OpenROAD 26Q1-2900-gdf79404cd8, Yosys 0.63+post, stock flow scripts
make -C /OpenROAD-flow-scripts/flow DESIGN_CONFIG=/design/flow/config.mk WORK_HOME=/design/flow/orfs finish
==> run_results.csv <==
group,metric,value,unit
worst_setup_path,cp.arrival,980,ps
drt,drtPass1Iterations,2,
power_and_ir_drop,finalPower,0.6599,mW
place,gp_congestion,0.7595,
logic_synthesis,yosysTopAreaCell,"mux2_4",
drt,diodes,0,
layout,stdcell_count,192,
logic_synthesis,topCellsByArea,"mux2_4, buf_12, mux2_2",
final_timing,hold_violations,0,
worst_setup_path,worstSetupEndpointType,"output pin",
power_and_ir_drop,power.leakage,0.9905,nW
layout,flops,0,
logic_synthesis,top_cell,"mux2_4",
worst_setup_path,crit_type,"input pin to output pin",
final_timing,worst_pin_slew,61.11,ps
logic_synthesis,ys_cells,36,
drt,routed_wirelength,2849,microns
place,port_buffers,97,
final_timing,relSlewSlack,0.9592,
final_timing,whs,694.3,ps
logic_synthesis,ys_chip_area,544.3,sq um
logic_synthesis,post-synth-top-area-fraction,0.8276,
die,initCoreUtil,0.1593,
layout,clock_buffers,0,
global_routing,grt_start_max_net_pins,8,
logic_synthesis,synth_area_per_cell,15.12,sq um
final_timing,clock.fmax,850.8,MHz
global_routing,grt_pass1_vias,824,
die,die_x,80,microns
final_timing,layout_setup_ws,-175.4,ps
final_timing,rsz0062_at_grt,"true",
die,die_height,80,microns
logic_synthesis,yosys_warnings,0,
drt,postRouteAntennaNets,0,
die,row_count,21,
power_and_ir_drop,power.density,388.7,mW/mm^2
logic_synthesis,synth_cell_type_count,4,
drt,drtIter0Drc,4,
logic_synthesis,synthCells,36,
die,die-area,0.006400,sq mm
place,placed_cells,177,
drt,drc,0,
layout,fill_cells,327,
drt,route.vias.total,730,
status,violations,"negative setup slack",
worst_setup_path,critPathRequiredTime,800,ps
min_path,hold_class,"input pin to output pin",
final_timing,fin_crit,1175,ps
drt,wl_per_cell,14.84,microns
worst_setup_path,critPathMaxFanout,7,
layout,synthToLayoutAreaGrowth,212.0,%
run,drv_cap,0,
place,place_hpwl,2396,microns
global_routing,track_usage,0.07873,
run,warnings,34,
final_timing,finalSetupViolCount,32,
die,core_area,0.003416,sq mm
place,dp_slack,-496.6,ps
global_routing,antenna_found_initial,0,
power_and_ir_drop,ir_drop,173.4,uV
final_timing,min_period_over_period,1.175,
worst_setup_path,startpoint_type,"input pin",
final_timing,slew_violations,0,
logic_synthesis,netlist_area,544.3,sq um
layout,drive_gt1_frac,0.5616,
logic_synthesis,synth_seq_share,0,
global_routing,grt_pass1_wl,4146,microns
logic_synthesis,common_cells,"mux2_4, buf_12, mux2_2",
die,io_pins,97,
global_routing,grt_overflow_total,0,
drt,vias_per_cell,3.802,
layout,regArea,0,sq um
status,outcome,"finished with violations",
per-layer routing:
layer | GRT usage | routed length, microns | vias to the layer above
met1 | 0.08965 | 1142 | 317
met3 | 0.03068 | 313 | 0
met4 | 0 | 0 | 0
li1 | - | - | 362
met5 | 0 | 0 | -
met2 | 0.1429 | 1394 | 51
final timing paths:
kind / start / endpoint / slack (ps) / cells past startpoint
setup / recovery: s / c[31] / -180 / 5
hold / removal: a[24] / c[24] / 690 / 3
critical path, stage by stage:
cell and delay [ps]:
buf_12 110, buf_12 130, buf_8 120, mux2_4 300
buf_6 110
metrics by stage:
stage,instance area [sq um],utilization,setup TNS [ps]
after global routing,1698,0.4971,-5619
final,1698,0.4971,-5032
after detailed placement,1536,0.4498,-15270
after floorplan,544.3,-,0
after global placement,1536,0.4498,-15250
after CTS,1607,0.4703,-5196
report_power, final:
group,leakage [nW],internal [mW],switching [mW]
logic,0.990,0.519,0.141
clock network,0,0,0
registers,0,0,0
total,0.990,0.519,0.141
logic make-up after synthesis:
group,synth area share
buf+inv,0.1310
mux,0.8690
layout by cell type, fill, tap and decap left out:
cell type / netlist / layout
dlymetal6s2s_1: 0 / 14
dlygate4sd2_1: 0 / 40
buf_6: 1 / 29
buf_8: 0 / 3
buf_2: 0 / 12
buf_16: 0 / 1
buf_12: 3 / 3
buf_4: 0 / 2
clkdlybuf4s50_1: 0 / 10
mux2_4: 30 / 32
final cells by class:
cell class	count	area, sq um	share of cell area
Timing Repair Buffer	114	1160	0.6831
Multi-Input combinational cell	32	480.5	0.2830
Tap cell	46	57.56	0.03390
what timing repair did:
item | in CTS | in global routing
resized | 170 | 23
buffers inserted | 14 | 0
hold buffers | 0 | 0
cloned | 1 | 0
endpoints found under the setup margin | 32 | 32
Power is estimated from default activity; no workload was simulated.
